==> flow/design.v <==
`timescale 1ns / 1ps
`timescale 1ns / 1ps
module count(
    input clk,
    input rst,
    input start,
    input stop,
    output reg [63:0] counter
);
always@(posedge clk or negedge rst)begin
    if(!rst)begin
        counter <= 64'd0;
    end
    else if(stop)begin
        counter <= counter;
    end    
    else  if (start) begin
        counter <= counter + 64'd1;
    end    
end
endmodule
==> flow/run.sh <==
#!/bin/bash
# OpenROAD 26Q1-2900-gdf79404cd8, Yosys 0.63+post, stock flow scripts
make -C /OpenROAD-flow-scripts/flow DESIGN_CONFIG=/design/flow/config.mk WORK_HOME=/design/flow/orfs finish
==> flow/config.mk <==
export PLATFORM = sky130hd
export DESIGN_NAME = count
export DESIGN_NICKNAME = count
export VERILOG_FILES = /design/flow/design.v
export SDC_FILE = /design/flow/constraint.sdc
export NUM_CORES = 4
export LEC_CHECK = 1
export CORE_UTILIZATION = 30
==> flow/constraint.sdc <==
current_design count

set clk_period 5.3
set clk_io_pct 0.2

create_clock -name clk0 -period $clk_period [get_ports {clk}]

set non_clock_inputs [all_inputs -no_clocks]
set_input_delay [expr $clk_period * $clk_io_pct] -clock clk0 $non_clock_inputs
set_output_delay [expr $clk_period * $clk_io_pct] -clock clk0 [all_outputs]
==> run summary <==
fresh numbers from the pnr run: status finished, final reports clean, gpl congestion 0.864, Setup WS pre-CTS 1790 ps, Clock Sinks 64, core area 9910 um2, area share, top type 0.514, Post-Syn Area 3120 um2, DP Wirelength 5.46 mm, largest net degree at the start of global routing 37, global-route wire length before repair 12.6 mm, final setup fails 0, setup bufs post-CTS 0, static leakage 1.82 nW, final tally of hold violations 0, YS chip area 3120 um2, max-slew violations 0, Slew @ Worst Pin 690 ps, crit path time final 3160 ps, Synth area leader dfrtp_1, slew margin rel. 0.538, Placement Cell Area 3940 um2, total wire length 7.40 mm, initial antenna violation count 0, post-route ant nets 0, Largest Register counter, CTS Buffer Depth 2, cells on worst reg2reg path 6, Overflow after GRT 0, Chip Width 104 um, Pre-Place Util 0.314, Worst Setup SP stop, Area Growth Syn to Fin 34.0%, Post-Syn Instances 297, H-tree level count 3, Post-Place Cells 496, CTS tree built, Post-CTS Resized 0, hold endpoint counter[63]$_DFFE_PN0P_, clk slew on worst S/H paths 70 ps, Post-Route Utilization 0.421, drt first-iter violations 72, post-synthesis register bit count 64, WP data required 5560 ps, number of logged tool warnings 25, Ant. Diodes 0, port bufs 67, hold depth 1, Worst setup SP type input pin, Max Cap Viol 0, dominant logic cell types in the final layout clkdlybuf4s50_1, dfrtp_1, xor2_1, Pwr per Cell Area 269 nW/um2, CP Class in2reg, die area 10800 um2, All-Layer GR Usage 0.148, clk_skew 12.7 ps, Syn Area/Cell 10.5 um2, Final Cycle Share 0.596, YS warnings 1, Critical Path Fanout Max 14, Row Count 36, register share after synthesis 0.514, Initial DRT Pass Iterations 4, DRC 0, Die Ht 104 um, Final WS setup 2140 ps, Pwr Total 1.12 mW, max FFs per register 64, total I/O pin count 68, clk ins delay skew pair 340 ps, # Cells Yosys 297, CTS root buffer clkbuf_8, via count 2461, drt wl/cell 14.4 um, Hold Path Class reg2reg, maximum VDD drop 0.000134 V, Top cells by area dfrtp_1, xor2_1, xnor2_1, unrepaired setup endpoints after global routing no, fmax 0.316 GHz, worst hold slack 472 ps, Num CTS Buffers 9, CP Capture Type flip-flop, final std cells w/o fill 512, Unique masters post-synth 27, Worst Path Arrival 3420 ps, Finished Cell Area 4180 um2, Crit Reg-Reg Endpoint counter[56]$_DFFE_PN0P_, reg-to-reg startpoint counter[1]$_DFFE_PN0P_, dominant logic cell type in the layout clkdlybuf4s50_1, post-route setup TNS 0 ps, Vias/cell 4.81, vias in the first global route 2447, min-delay src counter[63]$_DFFE_PN0P_, Largest regs counter: 64 flops, worst reg-to-reg setup slack 2660 ps, Post-CTS Hold Buffers 0, layout cells sized above 1 0.0897
critical path, cell delays in order:
cell	delay, ps
clkdlybuf4s50_1	440
nand4b_1	230
nor3_2	550
nand4_2	560
nor4_2	420
xor2_1	160
synthesized netlist by cell type, drive strengths merged:
master / count
dfrtp: 64
xor2: 34
nor2: 29
xnor2: 29
nand3: 27
nand2: 26
nand4: 25
nor3: 14
inv: 12
nor4: 12
and3: 7
and4: 4
or2: 3
nand2b: 2
nand4b: 2
or3: 2
buf: 1
clkbuf: 1
ha: 1
nor2b: 1
nor3b: 1
layer usage:
| layer | track usage | vias to the layer above | part of all wire |
|---|---|---|---|
| met2 | 0.221 | 79 | 0.44 |
| li1 | - | 1198 | - |
| met1 | 0.232 | 1180 | 0.49 |
| met5 | 0 | - | 0 |
| met3 | 0.0402 | 4 | 0.067 |
| met4 | 0.0102 | 0 | 0.0062 |
kinds of logic (layout without fill, tap and decap cells):
logic type,after synthesis,count (layout),synth area share
xor+xnor,63,63,0.177
simple gates,155,155,0.286
fa+ha+maj,1,1,0.00402
buf+inv,14,96,0.0193
flops,64,64,0.514
worst max-delay path by stage:
stage	to	slack, ps	cells after the start
after CTS	counter[56]$_DFFE_PN0P_	2130	6
after global routing	counter[56]$_DFFE_PN0P_	1880	6
final	counter[56]$_DFFE_PN0P_	2140	6
final cells by class:
type	count	area [um2]
clock buffers	10	128
repair buffers	68	673
inverters	12	45.0
clock inverters	6	108
well taps	133	166
fillers	951	5730
multi-input cells	219	1450
flip-flops and latches	64	1600
where the power goes:
| part | total [mW] | internal, mW | switching [mW] |
|---|---|---|---|
| clock | 0.497 | 0.311 | 0.186 |
| sequential | 0.544 | 0.509 | 0.0350 |
| combinational | 0.0807 | 0.0532 | 0.0276 |
| total | 1.12 | 0.873 | 0.248 |
Power figures rest on the tool's default switching activity, not on a simulated workload.
